$ cat ./run.sh
#!/bin/bash
# OpenROAD 26Q1-2900-gdf79404cd8, Yosys 0.63+post, stock flow scripts
make -C /OpenROAD-flow-scripts/flow DESIGN_CONFIG=/design/flow/config.mk WORK_HOME=/design/flow/orfs finish
$ cat ./config.mk
export PLATFORM = sky130hd
export DESIGN_NAME = counter
export DESIGN_NICKNAME = counter
export VERILOG_FILES = /design/flow/design.v
export SDC_FILE = /design/flow/constraint.sdc
export NUM_CORES = 4
export LEC_CHECK = 1
export CORE_AREA = 10 10 70 70
export DIE_AREA = 0 0 80 80
$ cat ./constraint.sdc
current_design counter

set clk_period 1.2
set clk_io_pct 0.2

create_clock -name clk0 -period $clk_period [get_ports {clk}]

set non_clock_inputs [all_inputs -no_clocks]
set_input_delay [expr $clk_period * $clk_io_pct] -clock clk0 $non_clock_inputs
set_output_delay [expr $clk_period * $clk_io_pct] -clock clk0 [all_outputs]
$ cat ./design.v
module counter(
    input 		clk,	 
    input 		rst, 	 
    output logic 	out	 
); 
    logic [3:0] Q;
    logic [3:0] sum;
    always_ff @( posedge clk )  
    begin	
        if (rst) Q <= 'h0;
        else     Q <= sum;     
    end
    always_comb begin  
        sum = Q + 4'h1;   
        out = sum[3];
    end
endmodule
==> flow_summary.ini <==
; yosys + openroad results
[status]
run_status = finished, final reports clean

[die]
chip_area_um2 = 6400
floorplan.io_pins = 3
placement_rows = 21
fp-utilization_pct = 4.65
chipWidth_um = 80
die-height_um = 80
core-area_um2 = 3420

[layout]
layout_top_cells = sky130_fd_sc_hd__buf_4, sky130_fd_sc_hd__dfxtp_2, sky130_fd_sc_hd__nor2_1, sky130_fd_sc_hd__clkbuf_4, sky130_fd_sc_hd__nor2b_1
largest_register_ffs = 4
fillerInstances = 402
stdcell_area_um2 = 318
sequential_standard_cell_area_um2 = 83.8
reg_top3 = Q x4
final_layout_size_suffix_gt1_share_pct = 64.0
syn_to_final_growth_pct = 100
top_register = Q
area.combinational_um2 = 93.8
final_common_cell = sky130_fd_sc_hd__buf_4

[worst_setup_path]
timing.reg2reg.setup_slack_ns = 0.13
critical_path_s_slowest_cell = sky130_fd_sc_hd__dfxtp_2
crit_chain = nand3_4 -> xnor2_2 -> buf_2
crit_arrival_ns = 0.91
timing.critical_path.required_ns = 0.96
rr_startpoint = Q[0]
setup.worst_path.class = flip-flop to output port
worst_r2r_path_depth = 4
worst_flop_to_flop_path_endpoint = Q[3]
critPathCaptureType = output port
startpoint = Q[0]
crit_end = out
critPathLaunchType = flip-flop
crit_fanout = 2
timing.critical_path.slowest_cell_delay_ns = 0.34

[power]
worst_ir_drop_vdd_mv = 0.169
power_density_nw_per_um2 = 1120
total_leakage_power_uw = 0.000129

[final_timing]
setup_total_negative_slack_ns = 0
relSlewSlack_pct = 89.7
timing_hold_violations_final = 0
maxSlewViolCount = 0
fmax_ghz = 0.872
timing.clock.skew_ns = 0.00436
post-route-min-period_ns = 1.15
final_setup_slack_of_the_worst_path_ns = 0.0533
final.period_utilization_pct = 95.6
grt_setup_unrepaired = true
finalSetupViolCount = 0
worst_margin_slew_ns = 0.154

[global_routing]
wire_length_of_the_first_global_routing_pass_um = 710
globalRouteTotalUtil_pct = 1.55
antenna_violations_before_repair = 0
overflow = 0
grt_start_max_net_pins = 4
number_of_global_route_vias_before_repair = 161

[synthesis]
syn_area_um2 = 159
ys_seq_share_pct = 50.4
ys.flops = 4
yosys_warnings = 1
synth.logic.top_family = simple AND/OR/NAND/NOR gates
synth.yosys.num_cells = 14
muxShareOfSynthArea_pct = 9.45
ys_sh_simple_pct = 21.3
yosys.area_share.adder_pct = 7.87
postSynthCellCount = 14
yosys.stat.chipArea_um2 = 159
ys_types = 7
synth-compound-area-share_pct = 0
syn-mean-instance-area_um2 = 11.4
xor_area_share_pct = 11.0

[job]
openroad.warnings = 26
drv.max_cap_violation_count = 0

[detailed_routing]
totalWireLength_um = 384
postRouteAntennaNets = 0
drc = 0
drt-initial-drc-count = 3
drt_pre_antenna_iters = 2
detail_route.vias_per_cell = 1.97
dr_total_vias = 140
antenna_cells_inserted = 0
route.detailed.wl_per_inst_um = 5.41

[placed_design]
placed_area_um2 = 267
globalplace.congestion = 0.650
post_place_setup_slack_ns = -0.0846
port-buffer-count = 2

[clock_network]
clk_pin_slew_worst_paths_ns = 0.04
clockRootBuffer = sky130_fd_sc_hd__clkbuf_4
tritoncts_clock_tree = yes
cts_sinks = 4
hold_bufs_at_cts = 0
max-clock-path-buffers = 2
later_pin_clock_latency_in_the_skew_report_ns = 0.24
h-tree-depth = 1
cts_made_buffers = 3

[min_path]
worst_hold_class = flip-flop to flip-flop
## synth_stat cells (all sizes together)
| cell | instances | share of area, % |
|---|---|---|
| dfxtp | 4 | 50 |
| ha | 1 | 7.9 |
| nor2b | 2 | 7.9 |
| nand3 | 1 | 6.3 |
| mux2 | 1 | 9.4 |
| nor2 | 3 | 7.1 |
| xnor2 | 2 | 11 |
## repair_timing
action                                  in CTS  in global routing
pin swaps                                    2                  2
gates resized                                6                  2
cloned                                       0                  0
endpoints found under the setup margin       1                  1
buffers inserted                             1                  1
## power breakdown
part / internal, uW / switching [uW] / leakage [uW] / total (uW)
Clock: 112 / 56.7 / 0.0000138 / 169
Sequential: 144 / 8.62 / 0.0000338 / 153
Combinational: 23.0 / 11.9 / 0.0000811 / 34.9
Total: 279 / 77.2 / 0.000129 / 356
## layer usage
layer | track usage (%) | wire (um) | share of wire, %
met3 | 2.73 | 96 | 25
met4 | 0.528 | 12 | 3.1
met1 | 1.20 | 139 | 36
met2 | 1.77 | 135 | 35
met5 | 0 | 0 | 0
## worst max-delay path: cells and delay by family (launching register included)
family / cells / cell delay (ns)
DFF: 1 / 0.34
xor gates and xnor gates: 1 / 0.13
buffers and inverters: 1 / 0.11
and+or+nand+nor: 1 / 0.09
## worst min path at each step
stage         startpoint    to  cells after the start
finish              Q[0]  Q[0]                      2
global route        Q[0]  Q[0]                      2
CTS                 Q[0]  Q[0]                      2
## logic make-up (layout without fill, tap and decap cells)
family        after synthesis  in the layout
flops                       4              4
mux                         1              1
xor+xnor                    2              2
fa+ha+maj                   1              1
simple gates                6              6
buf+inv                     0             11
## layout make-up
cell class	count	share of cell area (%)
Tap cell	46	18.1
Multi-Input combinational cell	10	29.5
Clock buffer	3	7.09
Timing Repair Buffer	8	18.9
Sequential cell	4	26.4
## through the flow
stage | instances | util [%] | power [uW] | hold slack, ns
final | 71 | 9.30 | 356 | 0.530
after CTS | 70 | 8.64 | 359 | 0.504
after detailed placement | 66 | 7.80 | 181 | 0.528
after global routing | 71 | 9.30 | 390 | 0.545
after floorplan | 14 | - | 162 | 0.307
after global placement | 66 | 7.80 | 178 | 0.514
Power is estimated from default activity; no workload was simulated.
