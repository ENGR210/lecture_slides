==> /design/flow/design.v <==
module traffic(
    input clk, 
    input rst, 
    input x, 
    output logic [2:0] Hryg,  
    output logic [2:0] Cryg   
    );
enum { ST_0, ST_1, ST_2, ST_3 } state, nextState;
always_ff @(posedge clk) begin
    if (rst) state <= ST_0;
    else     state <= nextState;
end
always_comb begin
    nextState = state;  
    Hryg = 3'b001; Cryg = 3'b100;
    case (state)
        ST_0: begin
            if (x) begin
                nextState = ST_1;
                Hryg = 3'b010;
                Cryg = 3'b100;  
            end else begin  
                nextState = ST_0;  
                Hryg = 3'b001;  
                Cryg = 3'b100;  
            end
        end
        ST_1: begin
            nextState = ST_2;
            Hryg = 3'b100;
            Cryg = 3'b100;  
        end
        ST_2: begin
            if (x) begin
                nextState = ST_2;
                Hryg = 3'b100;
                Cryg = 3'b001; 
            end else begin 
                nextState = ST_3; 
                Hryg = 3'b100; 
                Cryg = 3'b010; 
            end
        end 
        ST_3: begin
            nextState = ST_0;
            Hryg = 3'b100;
            Cryg = 3'b100;  
        end
    endcase
end
endmodule
==> /design/flow/run.sh <==
#!/bin/bash
# OpenROAD 26Q1-2900-gdf79404cd8, Yosys 0.63+post, stock flow scripts
make -C /OpenROAD-flow-scripts/flow DESIGN_CONFIG=/design/flow/config.mk WORK_HOME=/design/flow/orfs finish
==> /design/flow/config.mk <==
export PLATFORM = sky130hd
export DESIGN_NAME = traffic
export DESIGN_NICKNAME = traffic
export VERILOG_FILES = /design/flow/design.v
export SDC_FILE = /design/flow/constraint.sdc
export NUM_CORES = 4
export LEC_CHECK = 1
export CORE_AREA = 10 10 70 70
export DIE_AREA = 0 0 80 80
==> /design/flow/constraint.sdc <==
current_design traffic

set clk_period 1.9
set clk_io_pct 0.2

create_clock -name clk0 -period $clk_period [get_ports {clk}]

set non_clock_inputs [all_inputs -no_clocks]
set_input_delay [expr $clk_period * $clk_io_pct] -clock clk0 $non_clock_inputs
set_output_delay [expr $clk_period * $clk_io_pct] -clock clk0 [all_outputs]
==> deck_impl_summary.md <==
Synthesis and Place & Route Summary

Logic synthesis
  – Synth top cell by count: dfxtp_1
  – Number of enable flip-flop cells: 0
  – Cell Area, Synth: between 150 and 200 µm²
  – Biggest area cells: dfxtp_1, mux2i_2, nor2_1
  – Synth Warn #: 1
  – Top cell area share: 0.5039
  – Syn_area_per_cell: slightly above 9 µm²
  – Ys flops: 4
  – Post-Synthesis Cells: 17
  – Dominant flop cell: dfxtp_1
  – Cell Type Count: 11
  – Post-synthesis sequential area ratio: 0.5039
  – Largest area contributor in the netlist: dfxtp_1
  – Post-synth ARST share: 0
  – Chip Area, Yosys: about 160 µm²
  – Yosys stat cell total: 17
  – Commonest cells post-synth: dfxtp_1, nor2_1, inv_1

Setup path
  – CP Buf/Inv Count: 2
  – Cell family with most CP delay: buffers and inverters
  – Crit path kind: in2out
  – CP Capture Type: output pin
  – Critical path required time: 1.52 ns
  – CP Cell Sequence: dlygate4sd2_1, and2_1, clkdlybuf4s50_1
  – Worst setup startpoint: x
  – Max incr delay on CP: around 0.47 ns
  – FF-to-FF End: state[2]
  – CP Launch Type: primary input
  – R2R setup slack: roughly 1.2 ns
  – Data arrival, critical path: between 1 and 1.5 ns
  – CP max FO: 5
  – Worst R2R Path Depth: 2
  – R2r startpoint: state[0]
  – Max stage delay cell, worst path: clkdlybuf4s50_1

Final timing
  – TNS Setup: 0 ns
  – Unrepaired setup endpoints after global routing: no
  – Skew final: 0.007097 ns
  – Minimum clock period: between 1.5 and 2 ns
  – Tcrit/Tclk final: 0.9108
  – Worst slew margin: 0.8521
  – Final hold vios: 0
  – Fmax: 577.9 MHz
  – Final setup viols: 0
  – Max-slew violation count: 0
  – Measured slew at the worst slew-check pin: about 0.22 ns

Floorplanning
  – Core Rows: 21
  – Die W: 80 µm
  – Die height: roughly 80 µm
  – Core outline area: ~3400 µm²
  – I/O pin cnt: 9
  – Chip area: 6400 µm²
  – Fp util: 0.04652

Worst hold path
  – Hold Path Cell Cnt: 2
  – Hold crit path type: reg2reg
  – Hold Path End: state[0]
  – Hold Crit Start: state[3]

Global routing
  – Initial antenna violation count: 0
  – Met2 global-route usage: 0.01284
  – GRT Util Overall: 0.01784
  – Vias in the first global route: roughly 160
  – First-pass GRT wire length: just under 800 µm
  – Routing usage on met1: 0.02196
  – Largest net degree at the start of global routing: 6
  – Met3 Use GR: 0.02955
  – Grt ovf: 0
  – Global routing's busiest layer: met3

Clock network
  – Postcts setup bufs: 0
  – Maximum buffer depth of the clock tree: 2
  – Clock slew at reported path FFs: approximately 0.040 ns
  – CTS tree: done
  – Htree depth: 1
  – Clock Tree Root: clkbuf_4
  – Latency at later pin: 0.24 ns
  – Total CTS buffers: 3
  – Sink Count: 4

Job
  – Tool warnings: 25
  – MaxCap Viol Count: 0

Drt
  – Detailed Route WL: approximately 520 µm
  – Vias post-DR: 156
  – Vias per cell: between 2 and 2.5
  – Wire per inst: around 7 µm
  – DRC: 0
  – First-pass iteration count of the detailed router: 2
  – Detail Route Antenna Nets: 0
  – # diodes: 0
  – Initial DRC count: 8

Place
  – Port buffer count: 8
  – Placement Cell Area: about 300 µm²
  – HPWL Detailed: 415.9 µm
  – GP Congestion: 0.7275

Cells and area
  – Max reg flops: 4
  – Post-route cell area: roughly 320 µm²
  – Largest regs: state (4)
  – Most flop-heavy register: state
  – Area grow syn2layout: 103.9%
  – Fraction of layout cells with a size suffix above 1: 0.2414

Pwr
  – Static Leak: roughly 0.00012 µW
  – Peak supply drop: approximately 170 µV
  – Power per standard cell area: roughly 730 nW/µm²

Outcome
  – Outcome: complete, no violations
worst max path at each step:
stage                      to  slack, ns  cells after the start
after CTS             Hryg[1]       0.16                      3
after global routing  Hryg[1]       0.11                      3
final                 Hryg[1]       0.17                      3
through the flow:
step | util | instances | total power, µW | hold slack (ns) | worst slack (ns)
final | 0.09487 | 75 | 236.6 | 0.4590 | 0.1695
after global routing | 0.09487 | 75 | 253.7 | 0.4837 | 0.1109
after CTS | 0.09487 | 75 | 240.3 | 0.4609 | 0.1575
after detailed placement | 0.08901 | 72 | 131.1 | 0.4417 | -0.09873
after global placement | 0.08901 | 72 | 130.8 | 0.4354 | -0.09561
after floorplan | - | 17 | 104.1 | 0.4200 | 0.7553
cells in the final DEF, fill, tap and decap left out:
cell type	instances
a21oi_1	1
nor2_1	3
buf_4	1
inv_1	2
clkbuf_4	3
nor2b_1	1
o21ai_0	1
and2_1	1
and2_2	1
or3_4	1
dlygate4sd2_1	2
dfxtp_1	4
clkdlybuf4s50_1	6
mux2i_2	1
nor3_1	1
power breakdown:
part	internal [µW]	switching, µW
registers	88.8	3.05
clock network	70.9	38.4
logic	24.1	11.4
total	184	52.9
per-layer routing:
layer,vias to the layer above,share of wire
met5,-,0
met4,0,0
met3,0,0.32
met2,13,0.19
met1,64,0.49
li1,79,-
timing repair:
item                                    4_1_cts  5_1_grt
hold buffers                                  0        0
endpoints found under the setup margin        3        0
resized                                       2        0
worst reg2reg max path, delay by kind of cell, from the launching register on:
kind	cells	cell delay [ns]
and+or+nand+nor	2	0.28
DFF	1	0.31
cells by family (layout without fill, tap and decap cells):
family | count (synthesis) | count (layout) | synth area share
AOI/OAI and AO/OA | 2 | 2 | 0.06293
buffers and inverters | 2 | 14 | 0.04726
DFF | 4 | 4 | 0.5040
muxes | 1 | 1 | 0.08659
and+or+nand+nor | 8 | 8 | 0.2992
layout make-up:
type	instances	area [µm²]
Timing Repair Buffer	9	85.08
Clock buffer	3	22.52
Multi-Input combinational cell	11	71.32
Tap cell	46	57.56
Fill cell	401	3092
Sequential cell	4	80.08
Inverter	2	7.507
No activity file was given, so power comes from the tool's default toggle rates.
