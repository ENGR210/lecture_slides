File: flow/run.sh
#!/bin/bash
# OpenROAD 26Q1-2900-gdf79404cd8, Yosys 0.63+post, stock flow scripts
make -C /OpenROAD-flow-scripts/flow DESIGN_CONFIG=/design/flow/config.mk WORK_HOME=/design/flow/orfs finish
File: flow/config.mk
export PLATFORM = sky130hd
export DESIGN_NAME = countdown_mealy
export DESIGN_NICKNAME = countdown_mealy
export VERILOG_FILES = /design/flow/design.v
export SDC_FILE = /design/flow/constraint.sdc
export NUM_CORES = 4
export LEC_CHECK = 1
export CORE_AREA = 10 10 70 70
export DIE_AREA = 0 0 80 80
File: flow/constraint.sdc
current_design countdown_mealy

set clk_period 1.0
set clk_io_pct 0.2

create_clock -name clk0 -period $clk_period [get_ports {clk}]

set non_clock_inputs [all_inputs -no_clocks]
set_input_delay [expr $clk_period * $clk_io_pct] -clock clk0 $non_clock_inputs
set_output_delay [expr $clk_period * $clk_io_pct] -clock clk0 [all_outputs]
File: flow/design.v
module countdown_mealy(
	input clk, rst, 
	output logic trigger
);
enum { ST_0, ST_1, ST_2, ST_3, ST_4 } state, nextState;
always_ff @(posedge clk)  begin
    if (rst) state <= ST_0;
    else     state <= nextState;
end
always_comb begin
    nextState = state;  
    trigger = 'h0;  
    case(state)
        ST_0: begin
            nextState = ST_1;  
            if (1) trigger = 'h0;  
        end
        ST_1: begin
            nextState = ST_2; 
        end
        ST_2: begin
            nextState = ST_3; 
        end
        ST_3: begin
            nextState = ST_4; 
        end
        ST_4: begin
            nextState = ST_4; 
            if (~rst) trigger = 'h1;  
        end
    endcase
end
endmodule
==> flow_summary.toml <==
# flow metrics
[sta]
post-route-period-util_pct = 98.1
period_minus_slack_ns = 0.981
slew_headroom_pct = 94.3
finalClockSkew_ns = 0.00490
grt_setup_unrepaired = "true"
timing.fmax_mhz = 1020
setup_violations = 0
timing.hold.ws_ns = 0.349
final.setup.tns_ns = 0
timing_hold_violations_final = 0
final-max-slew-violation-count = 0
worstMarginPinSlew_ns = 0.0853

[logic_synthesis]
post_synth.cell_area_avg_um2 = 13.5
edf_count = 0
synth.lib_cells_used.distinct = 3
synth_cells = 10
ff_type = "dfxtp_1"
synth.top_cells.by_count = "dfxtp_1 (5), nor2b_1 (4), o21ba_1 (1)"
synth_seq_share_pct = 74.1
synth_async_sr_flop_share_pct = 0
synth.yosys.chip_area_um2 = 135
synthTopCellsByArea = "dfxtp_1 (74%), nor2b_1 (19%), o21ba_1 (7.4%)"
netlist.top_cell.by_area = "dfxtp_1"
post_syn_area_um2 = 135
most_frequent_cell_after_synthesis = "dfxtp_1"
ys.flops = 5
synth.top_cell.area_share_pct = 74.1
synthesis.yosys.warnings = 1
cells_in_synth_stat_txt = 10

[placement]
portbufs = 2
place_congestion = 0.572

[setup_path]
path_delay_family = "flip-flops"
worst_setup_path_start_kind = "flop"
worst-setup-path-type = "flop to output port"
worstPathCellList = "nor2b_1 -> buf_2"
crit_fanout = 2
worst_path_largest_cell_delay_ns = 0.31
timing.critical_path.required_ns = 0.80
cp_endpoint_kind = "output port"
path_buffers = 1
critPathArrivalTime_ns = 0.78
cp_max_stage_cell = "dfxtp_2"

[cells_and_area]
largest_register_ffs = 5
top_regs = "state: 5 flops"
layout-drive-gt1-share_pct = 35.3
flow.area_growth_from_synthesis_pct = 78.7
largest_register = "state"

[die]
floorplan.initialDensity_pct = 3.96
floorplan.core_area_um2 = 3420
chipHeight_um = 80
die_w_um = 80
chip_footprint_um2 = 6400
num_rows = 21
ioPinCount = 3

[clocking]
cts_post_setup_buffers_inserted = 0
holdBufCountCts = 0
cts_max_path_buffers = 2
clock_tree_from_tritoncts = "done"
late_pin_clk_latency_ns = 0.24
number_of_buffers_inserted_during_clock_tree_synthesis = 3
h-tree-depth = 1
clkSinkCount = 5
cts.reportedPaths.clkPinSlew_ns = 0.04
post_cts_resized = 6
cts_root_buffer = "clkbuf_4"

[route]
wire_per_inst_um = 3.95
post_drt_via_cell_ratio = 1.38
route.antenna.diode_count = 0
detailroute.via_count = 87
remaining_drc_errors = 0
route.final.wire_length_um = 249
first_iter_violations = 1
antenna_violating_nets_post_route = 0
first_pass_iters = 2

[global_route]
vias_in_the_first_global_route = 104
grt_start_max_net_pins = 6
wire_length_of_the_first_global_routing_pass_um = 420
grt.total_usage_pct = 0.927
initial_antenna_violation_count = 0
global_route.overflow_total = 0

[outcome]
run_status = "completed"

[job]
warning_count = 26
cap_violations = 0

[pwr]
total_power_uw = 456
irDropWorstVdd_mv = 1.04
total_leakage_power_uw = 0.0000932
power_per_cell_area_nw_per_um2 = 1890

[worst_hold_path]
holdCritPathClass = "input pin to flop"
-- metal layers --
layer,up-vias,global-route usage [%],share of wire (%)
met5,-,0,0
met4,0,0.176,0
met3,0,1.14,14
met2,6,0.883,27
met1,36,1.20,59
li1,45,-,-
-- layout make-up --
| cell class | count | area (um2) |
|---|---|---|
| repair buffers | 3 | 21.3 |
| well taps | 46 | 57.6 |
| multi-input cells | 5 | 35.0 |
| flip-flops and latches | 5 | 101 |
| clock buffers | 4 | 26.3 |
| fillers | 412 | 3170 |
-- where the power goes --
group          total, uW  leakage [uW]  internal, uW  switching [uW]
registers            211     0.0000417           209            2.18
logic               14.9     0.0000365          9.50            5.39
clock network        231     0.0000150           151            80.0
total                456     0.0000932           369            87.5
-- kinds of logic after synthesis --
logic type | after synthesis | synth area share, %
flops | 5 | 74.1
simple gates | 4 | 18.5
compound gates | 1 | 7.41
-- layout by cell type, fill, tap and decap left out, drive strengths merged --
cell type | Yosys | layout
buf | 0 | 2
clkbuf | 0 | 4
o21ba | 1 | 1
dlygate4sd2 | 0 | 1
nor2b | 4 | 4
dfxtp | 5 | 5
-- per-stage QoR --
step                std cells  setup WS [ns]  util [%]  cell area, um2
CTS                        63        0.00633      7.07             241
global placement           59         -0.458      6.45             220
global route               63        -0.0346      7.07             241
detailed placement         59         -0.457      6.45             220
finish                     63         0.0189      7.07             241
floorplan                  10          0.419         -             135
-- worst paths after layout --
check,start,end,slack (ns),cells past startpoint
worst max-delay path,state[1]$_DFF_P_,trigger,0.02,2
worst min-delay path,rst,state[0]$_DFF_P_,0.35,2
worst max register to register,state[1]$_DFF_P_,state[1]$_DFF_P_,0.42,1
worst min register to register,state[4]$_DFF_P_,state[1]$_DFF_P_,0.44,1
Power and IR drop assume default switching activity.
